==> design.v <==
module pulse_generator (
    input  logic        clk,
    input  logic        reset_n,
    input  logic        start_in,
    input  logic [31:0] delay_cycles,
    input  logic [31:0] pulse_width_cycles,
    input  logic [15:0] repetition,
    output logic        start_ack,
    output logic        pulse_out,
    output logic        pulse_led,
    output logic        delay_led
);
  typedef enum logic [1:0] {
    IDLE  = 2'b00,
    DELAY = 2'b01,
    PULSE = 2'b10
  } state_t;
  state_t state;
  logic [31:0] counter;
  logic [15:0] repetition_counter;
  logic is_last_repetition;
  logic pulse_done;
  logic internal_start;
  assign is_last_repetition = (repetition_counter == 1) ? 1'b1 : 1'b0;
  always_ff @(posedge clk or negedge reset_n) begin
    if (!reset_n) begin
      state <= IDLE;
      counter <= 32'd0;
      repetition_counter <= 16'd0;
      start_ack <= 1'b0;
    end else if (start_in) begin
      if (start_in) begin
        if (delay_cycles > 0) begin
          repetition_counter <= repetition;
          counter <= delay_cycles;
          state <= DELAY;
        end else begin
          if (pulse_width_cycles > 0) begin
            repetition_counter <= repetition;
            counter <= pulse_width_cycles;
            state <= PULSE;
          end else begin
            state <= IDLE;   
          end
        end
        start_ack <= 1'b1;   
      end else begin
        start_ack <= 1'b0;   
      end
    end else begin
      case (state)
        IDLE: state <= IDLE;   
        DELAY: begin
          start_ack <= 1'b0;   
          if (counter == 32'd1) begin
            if (pulse_width_cycles > 0) begin
              counter <= pulse_width_cycles;
              state   <= PULSE;
            end else begin
              state <= IDLE;   
            end
          end else begin
            counter <= counter - 32'd1;
          end
        end
        PULSE: begin
          start_ack <= 1'b0;   
          if (counter == 32'd1) begin
            if (is_last_repetition) begin
              state <= IDLE;
              repetition_counter <= 16'd0;
            end else begin
              if (delay_cycles > 0) begin
                counter <= delay_cycles;
                state   <= DELAY;
              end else begin
                counter <= pulse_width_cycles;
                state   <= PULSE;
              end
              if (repetition_counter > 0) repetition_counter <= repetition_counter - 1;
            end
          end else begin
            counter <= counter - 32'd1;
          end
        end
      endcase
    end
  end
  assign pulse_led = (state == PULSE);
  assign delay_led = (state == DELAY);
  assign pulse_out = (state == PULSE);
endmodule
module pulse_generator_pio (
    input  logic        clk,
    input  logic        reset_n,
    input  logic        start_pio,
    input  logic [31:0] delay_cycles,
    input  logic [31:0] pulse_width_cycles,
    input  logic [15:0] repetition,
    output logic        pulse_out,
    output logic        pulse_led,
    output logic        delay_led
);
  logic req_ff, start_edge;
  always_ff @(posedge clk or negedge reset_n) begin
    if (!reset_n) begin
      req_ff <= 0;
    end else begin
      req_ff <= start_pio;   
    end
  end
  assign start_edge = start_pio & ~req_ff;   
  pulse_generator u_pulse_generator (
      .clk(clk),
      .reset_n(reset_n),
      .start_in(start_edge),
      .delay_cycles(delay_cycles),
      .pulse_width_cycles(pulse_width_cycles),
      .repetition(repetition),
      .start_ack(start_ack),
      .pulse_out(pulse_out),
      .pulse_led(pulse_led),
      .delay_led(delay_led)
  );
endmodule
==> run.sh <==
#!/bin/bash
# OpenROAD 26Q1-2900-gdf79404cd8, Yosys 0.63+post, stock flow scripts
make -C /OpenROAD-flow-scripts/flow DESIGN_CONFIG=/design/flow/config.mk WORK_HOME=/design/flow/orfs finish
==> config.mk <==
export PLATFORM = sky130hd
export DESIGN_NAME = pulse_generator_pio
export DESIGN_NICKNAME = pulse_generator_pio
export VERILOG_FILES = /design/flow/design.v
export SDC_FILE = /design/flow/constraint.sdc
export NUM_CORES = 4
export LEC_CHECK = 1
export CORE_UTILIZATION = 40
==> constraint.sdc <==
current_design pulse_generator_pio

set clk_period 5.3
set clk_io_pct 0.2

create_clock -name clk0 -period $clk_period [get_ports {clk}]

set non_clock_inputs [all_inputs -no_clocks]
set_input_delay [expr $clk_period * $clk_io_pct] -clock clk0 $non_clock_inputs
set_output_delay [expr $clk_period * $clk_io_pct] -clock clk0 [all_outputs]
==> impl_metrics.sql <==
-- flow metrics import
INSERT INTO impl_metrics (metric_group, metric, value, unit) VALUES
('drt', 'firstDrtPassIters', '16', ''),
('synthesis', 'synth-seq-area-share', '0.263', ''),
('synthesis', 'yosys.cell_types.count', '69', ''),
('job', 'maxCapViolations', '0', ''),
('critical_path', 'critPathKind', 'input port to flip-flop', ''),
('drt', 'drc', '0', ''),
('final_timing', 'final.period_utilization', '0.730', ''),
('outcome', 'run_status', 'complete, no violations', ''),
('pwr', 'cellLeakagePower', '0.00216', 'uW'),
('worst_hold_path', 'worstHoldPathCells', '1', ''),
('final_timing', 'worst_clock_skew', '7.49', 'ps'),
('worst_hold_path', 'worst_hold_startpoint', 'u_pulse_generator.counter[27]', ''),
('clock_tree', 'ctsHoldBuffers', '0', ''),
('global_routing', 'first_global_vias', '5580', ''),
('critical_path', 'cp_cell_sequence', 'clkdlybuf4s50_1, nor4_1, nand4_1, o41ai_1, o31a_1, buf_4, a21oi_1, a211o_1', ''),
('clock_tree', 'clk_path_buf_depth', '2', ''),
('synthesis', 'ff_type', 'sky130_fd_sc_hd__dfrtp_1', ''),
('synthesis', 'number_of_enable_flip_flop_cells', '0', ''),
('final_timing', 'fin_hold_viols', '0', ''),
('critical_path', 'timing.critical_path.fanout_max', '31', ''),
('floorplan', 'core_area', '11600', 'sq um'),
('floorplan', 'die_height', '112', 'um'),
('critical_path', 'critical_path_required', '5490', 'ps'),
('final_timing', 'setup-tns-final', '0', 'ps'),
('critical_path', 'critical_path_arrival', '4060', 'ps'),
('global_routing', 'antenna_violations_before_repair', '0', ''),
('drt', 'insertedDiodeCount', '0', ''),
('synthesis', 'ys_cells', '637', ''),
('drt', 'drtAntennaViolNets', '0', ''),
('floorplan', 'chipWidth', '112', 'um'),
('job', 'total_tool_warning_count', '28', ''),
('critical_path', 'worstSetupEndpointType', 'flip-flop', ''),
('clock_tree', 'clock-sinks', '51', ''),
('clock_tree', 'clkLatencyLatePin', '310', 'ps'),
('clock_tree', 'post_cts_buffers', '0', ''),
('final_timing', 'clock.fmax', '0.258', 'GHz'),
('final_timing', 'setup_violations', '0', ''),
('floorplan', 'placementRows', '39', ''),
('global_routing', 'gr-total-overflow', '0', ''),
('clock_tree', 'tritoncts', 'built', ''),
('finish', 'layout-drive-gt1-share', '0.0848', ''),
('pwr', 'post-layout-total-power', '1490', 'uW'),
('synthesis', 'post-synth-top-area-cell', 'sky130_fd_sc_hd__dfrtp_1', ''),
('critical_path', 'worst_setup_path_startpoint', 'delay_cycles[8]', ''),
('final_timing', 'max-slew-margin-rel', '0.483', ''),
('synthesis', 'async_reset_ff_frac', '1.00', ''),
('place', 'dp.final_hpwl', '12600', 'um'),
('synthesis', 'yosys_area', '4850', 'sq um'),
('clock_tree', 'cts-buffers-inserted', '5', ''),
('final_timing', 'tightestPinTransition', '768', 'ps'),
('pwr', 'vdd_drop_max', '214', 'uV'),
('synthesis', 'synth_top_area_share', '0.263', ''),
('critical_path', 'slowest_stage', 'sky130_fd_sc_hd__nor4_1', ''),
('finish', 'area_growth_synth_to_finish', '22.9', '%'),
('finish', 'mostFrequentLayoutCells', 'sky130_fd_sc_hd__clkdlybuf4s50_1 (84), sky130_fd_sc_hd__nor2_1 (63), sky130_fd_sc_hd__o21ai_0 (60), sky130_fd_sc_hd__dfrtp_1 (51), sky130_fd_sc_hd__a21oi_1 (37)', ''),
('synthesis', 'postSynthAreaPerCell', '7.62', 'sq um'),
('global_routing', 'global_route_wire_length_before_repair', '29400', 'um'),
('synthesis', 'mappedNetlistArea', '4850', 'sq um'),
('final_timing', 'final_slew_violations', '0', ''),
('final_timing', 'grt_setup_unrepaired', 'no', ''),
('final_timing', 'timing.final.crit_period', '3870', 'ps'),
('place', 'gp_routability_congestion', '0.913', ''),
('clock_tree', 'clk_transition_reported_paths', '80', 'ps'),
('place', 'io_buffers', '85', ''),
('drt', 'routed_via_density', '6.74', ''),
('clock_tree', 'cts-htree-levels', '2', ''),
('synthesis', 'ys_top_cells_by_area', 'sky130_fd_sc_hd__dfrtp_1 (26%), sky130_fd_sc_hd__o21ai_0 (6.2%), sky130_fd_sc_hd__nor2_1 (4.9%)', ''),
('global_routing', 'grt_max_degree', '52', ''),
('floorplan', 'io-pin-count', '86', ''),
('critical_path', 'reg2reg_from', 'u_pulse_generator.counter[6]', ''),
('pwr', 'p_per_area', '250', 'nW/um^2');
[routing by layer]
layer  routed length, um  part of all wire  up-vias  track usage
met5                   0                 0        -            0
met4                 668             0.036        0       0.0987
met3                1520             0.083       56       0.0567
met2                8420              0.46      287        0.490
met1                7720              0.42     2697        0.413
li1                    -                 -     2612            -
[kinds of logic (layout without fill, tap and decap cells)]
| kind of cell | after synthesis | count (layout) | share of synthesized area |
|---|---|---|---|
| buffers and inverters | 84 | 143 | 0.0714 |
| adders and majority gates | 5 | 5 | 0.0129 |
| and+or+nand+nor | 222 | 222 | 0.257 |
| AOI/OAI and AO/OA | 268 | 268 | 0.384 |
| DFF | 51 | 51 | 0.263 |
| xor gates and xnor gates | 7 | 7 | 0.0126 |
[worst paths after layout]
| check | to | slack (ps) |
|---|---|---|
| min in group asynchronous | u_pulse_generator.counter[10] | 890 |
| min | u_pulse_generator.counter[27] | 540 |
| max reg2reg | u_pulse_generator.counter[10] | 2380 |
| max | u_pulse_generator.repetition_counter[15] | 1430 |
| max in group asynchronous | u_pulse_generator.counter[0] | 3890 |
| min reg2reg | u_pulse_generator.counter[27] | 540 |
[critical path: cells and delay by family]
family,cells,cell delay (ps)
AND/OR/NAND/NOR,2,1290
AND-OR/OR-AND,4,1000
buffers and inverters,2,720
[final cells by class]
type	count	area, sq um	area share
flip-flops and latches	51	1280	0.214
repair buffers	101	966	0.162
inverters	34	128	0.0214
clock inverters	2	35.0	0.00587
clock buffers	6	139	0.0233
multi-input cells	502	3240	0.543
well taps	143	179	0.0300
[sequential cells by signal, indices dropped and copies added (netlist names)]
name,cells
u_pulse_generator.state,2
req_ff,1
u_pulse_generator.repetition_counter,16
u_pulse_generator.counter,32
[power breakdown]
part | internal [uW] | switching (uW)
Clock | 236 | 164
Combinational | 222 | 240
Sequential | 480 | 152
[per-stage QoR]
step	util	instances	hold WS, ps
6_report	0.513	839	537
3_5_place_dp	0.498	831	516
3_3_place_gp	0.498	831	511
2_1_floorplan	-	637	486
4_1_cts	0.513	839	535
5_1_grt	0.513	839	571
[cell usage after synthesis, types with 3 or more instances]
cell type and number:
sky130_fd_sc_hd__o311ai_0 12, sky130_fd_sc_hd__a22oi_1 7, sky130_fd_sc_hd__a22o_1 7, sky130_fd_sc_hd__inv_1 34
sky130_fd_sc_hd__o41ai_1 3, sky130_fd_sc_hd__and2_1 4, sky130_fd_sc_hd__a211oi_1 20, sky130_fd_sc_hd__clkbuf_1 30
sky130_fd_sc_hd__dfrtp_1 51, sky130_fd_sc_hd__nand2_1 33, sky130_fd_sc_hd__o21ai_0 60, sky130_fd_sc_hd__nor4b_1 4
sky130_fd_sc_hd__or2_2 3, sky130_fd_sc_hd__or3_1 6, sky130_fd_sc_hd__nor4_4 4, sky130_fd_sc_hd__and4_1 6
sky130_fd_sc_hd__nor2b_1 3, sky130_fd_sc_hd__nand4_1 12, sky130_fd_sc_hd__nor3_1 29, sky130_fd_sc_hd__a211o_1 17
sky130_fd_sc_hd__nand2b_1 4, sky130_fd_sc_hd__nor4_1 26, sky130_fd_sc_hd__a31o_2 15, sky130_fd_sc_hd__xnor2_1 6
sky130_fd_sc_hd__buf_4 3, sky130_fd_sc_hd__and3_1 4, sky130_fd_sc_hd__o211ai_1 22, sky130_fd_sc_hd__nand3_1 5
sky130_fd_sc_hd__or4_1 3, sky130_fd_sc_hd__ha_1 5, sky130_fd_sc_hd__buf_2 15, sky130_fd_sc_hd__nor2_1 64
sky130_fd_sc_hd__a21oi_1 37, sky130_fd_sc_hd__a31oi_1 27, sky130_fd_sc_hd__a21o_1 6, sky130_fd_sc_hd__o31ai_1 5
sky130_fd_sc_hd__o31a_1 4
Power figures rest on the tool's default switching activity, not on a simulated workload.
